==> ./design.v <==
`timescale 1ns / 1ps
module FSK(
	input clk, 
	output reg [7:0]sigOut, 
	output reg [7:0]carryWave1, 
	output reg [7:0]carryWave0, 
	output wire codeSource, 
	output reg codeClk=0, 
	output reg stClk=0 
);
reg [7:0]codeClkCount=0; 
reg [3:0]carryClkCount=0; 
always @(posedge clk)
begin
	if(codeClkCount==127)
	begin
		codeClk=~codeClk;
		codeClkCount=0;
	end
	else
	begin
		codeClkCount=codeClkCount+1;
	end
	if(carryClkCount==1)
	begin
		stClk=~stClk;
		carryClkCount=0;
	end
	else
	begin
		carryClkCount=carryClkCount+1;
	end
end
reg [5:0]outReg=6'b010101; 
reg mAdded; 
assign codeSource=outReg[5]; 
always @(negedge codeClk)
begin
	if(outReg[0]==outReg[5])
	begin
		mAdded=0;
	end
	else
	begin
		mAdded=1;
	end
	outReg=outReg<<1; 
	outReg=outReg+mAdded;
end
reg [7:0]waveCount=0; 
always @(posedge stClk)
begin
	if(waveCount==63)
	begin
		waveCount=0;
	end
	else
	begin
		waveCount=waveCount+1;
	end
	case(waveCount)
		0:begin carryWave0<=0;carryWave1<=0; end
		1:begin carryWave0<=12;carryWave1<=25; end
		2:begin carryWave0<=25;carryWave1<=49; end
		3:begin carryWave0<=37;carryWave1<=71; end
		4:begin carryWave0<=49;carryWave1<=90; end
		5:begin carryWave0<=60;carryWave1<=106; end
		6:begin carryWave0<=71;carryWave1<=117; end
		7:begin carryWave0<=81;carryWave1<=125; end
		8:begin carryWave0<=90;carryWave1<=127; end
		9:begin carryWave0<=98;carryWave1<=125; end
		10:begin carryWave0<=106;carryWave1<=117; end
		11:begin carryWave0<=112;carryWave1<=106; end
		12:begin carryWave0<=117;carryWave1<=90; end
		13:begin carryWave0<=122;carryWave1<=71; end
		14:begin carryWave0<=125;carryWave1<=49; end
		15:begin carryWave0<=126;carryWave1<=25; end
		16:begin carryWave0<=127;carryWave1<=0; end
		17:begin carryWave0<=126;carryWave1<=-25; end
		18:begin carryWave0<=125;carryWave1<=-49; end
		19:begin carryWave0<=122;carryWave1<=-71; end
		20:begin carryWave0<=117;carryWave1<=-90; end
		21:begin carryWave0<=112;carryWave1<=-106; end
		22:begin carryWave0<=106;carryWave1<=-117; end
		23:begin carryWave0<=98;carryWave1<=-125; end
		24:begin carryWave0<=90;carryWave1<=-127; end
		25:begin carryWave0<=81;carryWave1<=-125; end
		26:begin carryWave0<=71;carryWave1<=-117; end
		27:begin carryWave0<=60;carryWave1<=-106; end
		28:begin carryWave0<=49;carryWave1<=-90; end
		29:begin carryWave0<=37;carryWave1<=-71; end
		30:begin carryWave0<=25;carryWave1<=-49; end
		31:begin carryWave0<=12;carryWave1<=-25; end
		32:begin carryWave0<=0;carryWave1<=0; end
		33:begin carryWave0<=-12;carryWave1<=25; end
		34:begin carryWave0<=-25;carryWave1<=49; end
		35:begin carryWave0<=-37;carryWave1<=71; end
		36:begin carryWave0<=-49;carryWave1<=90; end
		37:begin carryWave0<=-60;carryWave1<=106; end
		38:begin carryWave0<=-71;carryWave1<=117; end
		39:begin carryWave0<=-81;carryWave1<=125; end
		40:begin carryWave0<=-90;carryWave1<=127; end
		41:begin carryWave0<=-98;carryWave1<=125; end
		42:begin carryWave0<=-106;carryWave1<=117; end
		43:begin carryWave0<=-112;carryWave1<=106; end
		44:begin carryWave0<=-117;carryWave1<=90; end
		45:begin carryWave0<=-122;carryWave1<=71; end
		46:begin carryWave0<=-125;carryWave1<=49; end
		47:begin carryWave0<=-126;carryWave1<=25; end
		48:begin carryWave0<=-127;carryWave1<=0; end
		49:begin carryWave0<=-126;carryWave1<=-25; end
		50:begin carryWave0<=-125;carryWave1<=-49; end
		51:begin carryWave0<=-122;carryWave1<=-71; end
		52:begin carryWave0<=-117;carryWave1<=-90; end
		53:begin carryWave0<=-112;carryWave1<=-106; end
		54:begin carryWave0<=-106;carryWave1<=-117; end
		55:begin carryWave0<=-98;carryWave1<=-125; end
		56:begin carryWave0<=-90;carryWave1<=-127; end
		57:begin carryWave0<=-81;carryWave1<=-125; end
		58:begin carryWave0<=-71;carryWave1<=-117; end
		59:begin carryWave0<=-60;carryWave1<=-106; end
		60:begin carryWave0<=-49;carryWave1<=-90; end
		61:begin carryWave0<=-37;carryWave1<=-71; end
		62:begin carryWave0<=-25;carryWave1<=-49; end
		63:begin carryWave0<=-12;carryWave1<=-25; end
	endcase
end
always @(posedge stClk)
begin
	if(codeSource)
	begin
		sigOut=carryWave1;
	end
	else
	begin
		sigOut=carryWave0;
	end
end
endmodule
==> ./run.sh <==
#!/bin/bash
# OpenROAD 26Q1-2900-gdf79404cd8, Yosys 0.63+post, stock flow scripts
make -C /OpenROAD-flow-scripts/flow DESIGN_CONFIG=/design/flow/config.mk WORK_HOME=/design/flow/orfs finish
==> ./config.mk <==
export PLATFORM = sky130hd
export DESIGN_NAME = FSK
export DESIGN_NICKNAME = FSK
export VERILOG_FILES = /design/flow/design.v
export SDC_FILE = /design/flow/constraint.sdc
export NUM_CORES = 4
export LEC_CHECK = 1
export CORE_UTILIZATION = 40
export SYNTH_HDL_FRONTEND = slang
==> ./constraint.sdc <==
current_design FSK

set clk_period 1.5
set clk_io_pct 0.2

create_clock -name clk0 -period $clk_period [get_ports {clk}]

set non_clock_inputs [all_inputs -no_clocks]
set_input_delay [expr $clk_period * $clk_io_pct] -clock clk0 $non_clock_inputs
set_output_delay [expr $clk_period * $clk_io_pct] -clock clk0 [all_outputs]
==> out/results.txt <==
Status: finished clean
Clock tree buffer depth: 2
Hold WS: 0.459 ns
Post-route ant nets: 0
Max Clock Skew: 0.00240 ns
RR Endpoint: codeClkCount[0]$_SDFF_PN0_
Syn Area/Cell: 8.48 sq um
Worst hold path type: flip-flop to flip-flop
Psw: 133 uW
Register pins left without a clock: 38
Commonest flop: dfxtp_1
Critical Path RT: 1.20 ns
All-Layer GR Usage: 19.3%
EDFF count, synth: 18
Max-slew headroom: 40.3%
Endpoints left unconstrained: 79
# Cells Yosys: 373
Max-cap violations: 0
Crit share post-route: 90.0%
Io pins: 28
Net Sw Frac: 17.8%
DRC: 0
DP Worst Slack: 0.0941 ns
Die area: 8270 sq um
1st-iter DRT viols: 251
Largest area contributor in the netlist: dfxtp_1
CP Class: flip-flop to output pin
Cell Rows: 32
CTS H-Tree Depth: 1
Register Area: 1220 sq um
Synth top cell by count: nand2_1
Hold Vio Cnt, Final: 0
First-pass GRT wire length: 12500 um
Initial antenna violation count: 0
CP max stage cell: clkdlybuf4s50_1
CTS root buf: clkbuf_8
Port bufs: 27
R2R setup slack: 0.16 ns
Crit-path leading delay family: buffers and inverters
Critical Path, Cell by Cell: clkdlybuf4s50_1
WL per Instance: 15.4 um
Fp_density: 41.1%
Gr ovfl total: 0
Largest net degree at the start of global routing: 34
Layout area overhead: 12.7%
Synthesis area per yosys: 3160 sq um
Cells after Synth: 373
Setup ws final: 0.150 ns
Drt pass-1 iters: 6
Reg power frac: 51.0%
Type of origin of the critical path: flip-flop
Internal power: 611 uW
Comb area: 1780 sq um
Drt via density: 5.68
Min cycle time layout: 1.35 ns
Vias in the first global route: 2473
Register area share after synthesis: 38.6%
Synth flops: 52
Cts bufs inserted: 3
Hold buffer count at CTS: 0
Top cells by count, synth: nand2_1, nor2_1, dfxtp_1
Total power: 744 uW
Hold_sp: codeClkCount[4]$_SDFF_PN0_
Worst Setup End Kind: output pin
Fin area: 3570 sq um
Gpl congestion: 0.944
Clock share of power: 49.0%
Postcts setup bufs: 0
RR Startpoint: codeClkCount[2]$_SDFF_PN0_
Clock-pin slew on the worst setup and hold paths: 0.06 ns
Top cells by area: dfxtp_1, edfxtp_1, nand2_1, o21ai_0, nor2_1
Placed cell area: 3510 sq um
RSZ-0062 raised after global routing: false
Share of cells above drive strength 1: 7.99%
Core box area: 7690 sq um
Worst slew pin tran: 0.891 ns
FFs w/ async S/R, synth: 0%
Post-synth cell types: 58
ANT cells: 0
Post-route setup TNS: 0 ns
Worst Hold Path EP: codeClkCount[4]$_SDFF_PN0_
Yosys warning count: 0
Fill cells: 776
DPL Wire Length: 5780 um
Die extent in y: 90.9 um
Post-Synthesis Cell Area: 3160 sq um
TritonCTS clock tree: built
Buf/Inv on CP: 1
PwrDens: 209 nW/um^2
Critical Path AT: 1.05 ns
Post-Route WL: 7570 um
OpenROAD warnings: 30
Critical path peak fanout: 2
Comb power frac: 0%
Die X: 90.9 um
Worst reg2reg path depth: 6
Crit-path max cell delay: 0.46 ns
Clock latency (worst-skew pair): 0.24 ns
VDD IR-drop max: 0.571 mV
Slew Limit Fails: 0
Routed via count: 2785
Max Fclk: 0.741 GHz
Dominant cell area share: 21.5%
Hold depth: 1
LEAKAGE: 1.12 nW
Final setup violation count: 0
[kinds of logic after synthesis]
| kind of cell | share of synthesized area [%] |
|---|---|
| fa+ha+maj | 3.16 |
| simple gates | 23.2 |
| flops | 38.6 |
| buf+inv | 5.14 |
| xor+xnor | 5.22 |
| mux | 3.80 |
| compound gates | 20.9 |
[through the flow]
step | util (%) | std cells
2_1_floorplan | - | 373
3_3_place_gp | 45.6 | 486
3_5_place_dp | 45.6 | 486
4_1_cts | 46.3 | 490
5_1_grt | 46.4 | 490
6_report | 46.4 | 490
[power by group through the flow]
stage / Sequential [mW] / Combinational (mW) / Clock (mW)
CTS: 0.379 / 0.000000603 / 0.381
finish: 0.379 / 0.000000607 / 0.365
global route: 0.379 / 0.000000607 / 0.390
[worst register-to-register path, cell delays in order, from the launching register on]
cell and delay (ns):
dfxtp_1 0.37, and3_1 0.20, and2_1 0.15, nand2_1 0.09, nor3b_2 0.21, buf_4 0.16, nor2_1 0.04
[timing repair]
action / CTS / global route
resized: 0 / 1
endpoints found under the setup margin: 0 / 5
endpoints found under the hold margin: 0 / 0
[layout by cell type (no fill, tap or decap), types with 2 or more instances in the layout]
master	count
or3_1	2
nor2_1	35
nor4_1	2
a311oi_1	2
mux2i_1	3
nand2_1	42
o2111ai_1	3
edfxtp_1	18
o31ai_1	2
dfxtp_1	34
xor2_1	7
nand3b_1	4
nand4b_1	2
clkbuf_8	4
nor2b_1	2
a21o_1	4
ha_1	8
a32oi_1	3
o211ai_1	4
and3_1	2
o21ai_0	28
and2_1	4
mux2_2	8
o21a_1	3
inv_1	12
buf_4	7
xnor2_1	10
nand3_1	15
nor3_1	17
nand2b_1	3
a31oi_1	8
a211oi_1	8
nand4_1	8
a21oi_1	23
clkdlybuf4s50_1	27
[area by class of cell]
class                           instances  area share [%]
Sequential cell                        52            34.2
Tap cell                              102            3.58
Multi-Input combinational cell        284            50.0
Timing Repair Buffer                   34            9.05
Clock buffer                            4            1.54
Inverter                               14            1.54
[worst max-delay path by stage]
stage	slack (ns)	endpoint	start	cells after the start
4_1_cts	0.08	codeClkCount[0]$_SDFF_PN0_	codeClkCount[2]$_SDFF_PN0_	6
5_1_grt	0.02	codeClkCount[3]$_SDFF_PN0_	codeClkCount[2]$_SDFF_PN0_	6
6_report	0.15	stClk	stClk$_DFFE_PN_	1
[flip-flops by register name (all words and copies together) (netlist names)]
register       flops
carryClkCount      4
carryWave0         8
carryWave1         8
codeClk            1
codeClkCount       8
outReg             6
sigOut             8
stClk              1
waveCount          8
[routing by layer]
metal | wire length (um) | track usage [%] | up-vias
li1 | - | - | 1386
met1 | 3590 | 30.6 | 1268
met2 | 3490 | 31.0 | 113
met3 | 379 | 1.29 | 18
met4 | 106 | 2.51 | 0
met5 | 0 | 0 | -
Power figures rest on the tool's default switching activity, not on a simulated workload.
